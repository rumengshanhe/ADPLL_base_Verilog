==> /design/flow/design.v <==
module dpll(
    MainClock,
    SignalIn, SignalOut, SynchronousSignal,
    Positive, Negative, Lead, Lag,
    InputSignalEdge, OutputSignalEdge, Lock, PeriodCount,DividerMaxValue
    );
    input  SignalIn;                 
    input  MainClock;                
    output SignalOut;                
    output Positive, Negative;       
    output Lead, Lag;                
    output InputSignalEdge, OutputSignalEdge;
    output Lock;
    output SynchronousSignal;
    output [7:0] PeriodCount;
    output [7:0] DividerMaxValue;
    parameter DividerMultiple = 5;
    phasecomparator inst_ph_cmp(.MainClock(MainClock), .InputSignal(SignalIn),
                                .OutputSignal(SignalOut), .Lead(Lead), .Lag(Lag),
                                .InputSignalEdge(InputSignalEdge), .OutputSignalEdge(OutputSignalEdge),
                                .Lock(Lock), .SynchronousSignal(SynchronousSignal),
                                .PeriodCount(PeriodCount)
                                );
    variableresetrandomwalkfilter inst_zrwf(.MainClock(MainClock), .Lead(Lead), .Lag(Lag),
                               .Positive(Positive), .Negative(Negative)
                               );
    freqdivider inst_freqdiv(.MainClock(MainClock), .FrequencyOut(SignalOut), .DividerMax(PeriodCount/DividerMultiple),
                               .Positive(Positive), .Negative(Negative), .DividerMaxValue(DividerMaxValue)
                               );
endmodule
`timescale 1ns / 1ps
module freqdivider(MainClock, DividerMax, Positive, Negative, FrequencyOut, DividerCounter, DividerMaxValue);
     input MainClock;                  
     input [7:0] DividerMax;
     input Positive, Negative;     
     output reg FrequencyOut;         
     output [6:0] DividerCounter;
     output [7:0] DividerMaxValue;
    parameter DividerLength = 7;
    reg [7:0] DividerMaxValue;
    always @(posedge MainClock)
     begin
        DividerMaxValue <= DividerMax;
     end
    reg [DividerLength-1 : 0] DividerCounter;
    reg overflow;
    initial 
        begin
            FrequencyOut <= 1'b0;
            DividerCounter <= 0;
            overflow <= 0;
        end
    always @(posedge MainClock)
     begin
         #0.001;
         if(Negative == 1'b0 && Positive == 1'b0 && DividerCounter >= (DividerMaxValue - 1))
             begin
               DividerCounter <= 0;
               overflow <= 1'b1;
             end  
         else if(Negative == 1'b1)  
             begin     
                 if(DividerCounter <= (DividerMaxValue - 3))
                     DividerCounter <= DividerCounter + 2;
                 else if(DividerCounter == (DividerMaxValue - 2))
                     begin
                         DividerCounter <= 0;
                         overflow <= 1'b1;
                     end
                 else if(DividerCounter == (DividerMaxValue - 1))
                     begin
                         DividerCounter <= 1;
                         overflow <= 1'b1;
                     end
             end
         else if(Positive == 1'b1) 
             begin
                 DividerCounter <= DividerCounter;
                 overflow <= 1'b0;
             end        
         else       
             begin
                 DividerCounter <= DividerCounter + 1;
                 overflow <= 1'b0;
             end
     end
    always @(posedge overflow)
        begin
            FrequencyOut <= ~FrequencyOut;
        end
endmodule
`timescale 1ns / 1ps
module phasecomparator(InputSignal, OutputSignal, MainClock, Lead, Lag, InputSignalEdge, OutputSignalEdge, Lock, SynchronousSignal, PeriodCount);
    input MainClock;     
    input InputSignal, OutputSignal;     
    output SynchronousSignal;            
    output Lead, Lag;                    
    output InputSignalEdge, OutputSignalEdge, Lock;
    output [7:0] PeriodCount;
    reg SynchronousSignal;
    always @(posedge MainClock)
        begin
            SynchronousSignal <= InputSignal;
        end
    reg [1:0] InputSignalEdgeDet;        
    always @(posedge MainClock)
        begin
            #0.001;
            InputSignalEdgeDet <= { InputSignalEdgeDet[0], SynchronousSignal };
        end
    reg [1:0] OutputSignalEdgeDet;        
    always @(posedge MainClock)
        begin
            #0.002;
            OutputSignalEdgeDet <= { OutputSignalEdgeDet[0], OutputSignal };
        end
    wire InputSignalEdge = (InputSignalEdgeDet == 2'b01);   	 
    wire InputSignalDownEdge = (InputSignalEdgeDet == 2'b10);   
    wire OutputSignalEdge = (OutputSignalEdgeDet == 2'b01);   	 
    reg flag;
    reg [7:0] cnt, PeriodCount;
    always @(posedge MainClock)
        begin
            #0.001;
            if(flag)
                begin
                    if(SynchronousSignal)
                        begin
                            cnt <= cnt + 1; 
                        end
                end
        end  
    always @(posedge InputSignalDownEdge)
        begin
            flag = 1'b0;
            PeriodCount <= cnt;
        end
    reg Lead, Lag;                    
    always @(posedge MainClock)
         begin                  
             if(Lock)  
                 begin
                     Lag <= 1'b0;
                     Lead <= 1'b0;
                 end
             else
                 begin
                 #0.001;  
                     Lag  <= ((InputSignalEdge == 1'b1)  && (OutputSignal == 1'b0));
                     Lead <= ((InputSignalEdge == 1'b1)  && (OutputSignal == 1'b1));
                 end
         end
    reg Lock;
    always @(posedge InputSignalEdge)
        begin
            #0.002;
            if(OutputSignalEdge)
                Lock <= 1'b1;
            else
                Lock <= 1'b0;
        end
    initial begin
        flag <= 1'b1;
        Lock <= 1'b0;
        cnt <= 8'd0;
        PeriodCount <= 8'd0;
        OutputSignalEdgeDet <= 2'b00;
        InputSignalEdgeDet <= 2'b00;
    end
endmodule
`timescale 1ns / 1ps
module randomwalkfilter(
    MainClock,
    Lead, Lag, 
    Positive, Negative);
    input  MainClock, Lead, Lag;     
    output Positive, Negative;       
    parameter FilterLength      = 8;
    parameter FilterResetValue  = 4;
    parameter FilterMaxValue    = FilterResetValue;
    parameter FilterMinValue    = 256 - FilterResetValue;
    reg [FilterLength-1 : 0] FilterCounter;
    initial begin
        FilterCounter <= 0;
    end
    always @(posedge MainClock)
        begin
            if((FilterCounter == FilterMaxValue) || (FilterCounter == FilterMinValue))
                FilterCounter <= 0;
            else
                begin
                    if(Lead) FilterCounter <= FilterCounter + 1;
                    if(Lag)  FilterCounter <= FilterCounter - 1;
                end
        end
    reg Positive, Negative;
    always @(posedge MainClock)
        begin
            Positive <= (FilterCounter == FilterMaxValue);
            Negative <= (FilterCounter == FilterMinValue);
        end
endmodule
`timescale 1ns / 1ps
module variableresetrandomwalkfilter(
    MainClock, 
    Lead, Lag, 
    Positive, Negative, 
    N_FilterCounter, ResetterValue, ResetterCounter);
    input  MainClock, Lead, Lag;  
    output Positive, Negative;    
    output [7 : 0] N_FilterCounter,ResetterValue;
    output [3 : 0] ResetterCounter;
    parameter N_FilterLength      = 8;
    parameter N_FilterResetValue  = 8;
    parameter N_FilterMaxValue    = N_FilterResetValue;
    parameter N_FilterMinValue    = 256 - N_FilterResetValue;
    parameter ResetterCounterLength   = 4;
    parameter ResetterCounterMaxValue = 3;
    parameter ResetterCounterMinValue = 16 - 3;
    reg [N_FilterLength-1 : 0] N_FilterCounter;
    wire Up, Down;
    randomwalkfilter inst_M_F(.MainClock(MainClock), .Lead(Lead), .Lag(Lag),
                                                 .Positive(Up), .Negative(Down));
    defparam inst_M_F.FilterResetValue = 32;   
    reg [ResetterCounterLength-1 : 0] ResetterCounter;
    always @(posedge MainClock)
        begin
            if(Up)
                begin
                    if((ResetterCounter < ResetterCounterMaxValue) || (ResetterCounter >= ResetterCounterMinValue))
                        ResetterCounter <= ResetterCounter + 1;
                end
            else if(Down)
                begin
                    if((ResetterCounter <= ResetterCounterMaxValue) || (ResetterCounter > ResetterCounterMinValue))
                        ResetterCounter <= ResetterCounter - 1;
                end
            if((ResetterCounter > ResetterCounterMaxValue) && (ResetterCounter < ResetterCounterMinValue))
                ResetterCounter <= 0;
        end
    reg [N_FilterLength-1 : 0] ResetterValue;
    always @(1)
        begin
            case(ResetterCounter)
                16 - 3:  ResetterValue = 256 - 7;
                16 - 2:  ResetterValue = 256 - 6;
                16 - 1:  ResetterValue = 256 - 4;
                0:       ResetterValue = 0;
                1:       ResetterValue = 4;
                2:       ResetterValue = 6;
                3:       ResetterValue = 7;
                default: ResetterValue = 0;
            endcase
        end
    always @(posedge MainClock)
        begin
            if((N_FilterCounter == N_FilterMaxValue) || (N_FilterCounter == N_FilterMinValue))
                N_FilterCounter <= ResetterValue;
            else
                begin
                 if(Lead) N_FilterCounter <= N_FilterCounter + 1;
                 if(Lag)  N_FilterCounter <= N_FilterCounter - 1;
                end
        end
    reg Positive, Negative;
    always @(posedge MainClock)
         begin
              Positive <= (N_FilterCounter == N_FilterMaxValue);
              Negative <= (N_FilterCounter == N_FilterMinValue);
         end
    initial begin
        N_FilterCounter <= 0;
        ResetterCounter <= 0;
        ResetterValue <= 0;
    end
endmodule
==> /design/flow/run.sh <==
#!/bin/bash
# OpenROAD 26Q1-2900-gdf79404cd8, Yosys 0.63+post, stock flow scripts
make -C /OpenROAD-flow-scripts/flow DESIGN_CONFIG=/design/flow/config.mk WORK_HOME=/design/flow/orfs finish
==> /design/flow/config.mk <==
export PLATFORM = sky130hd
export DESIGN_NAME = dpll
export DESIGN_NICKNAME = dpll
export VERILOG_FILES = /design/flow/design.v
export SDC_FILE = /design/flow/constraint.sdc
export NUM_CORES = 4
export LEC_CHECK = 1
export CORE_UTILIZATION = 40
==> /design/flow/constraint.sdc <==
current_design dpll

set clk_period 3.6
set clk_io_pct 0.2

create_clock -name clk0 -period $clk_period [get_ports {MainClock}]

set non_clock_inputs [all_inputs -no_clocks]
set_input_delay [expr $clk_period * $clk_io_pct] -clock clk0 $non_clock_inputs
set_output_delay [expr $clk_period * $clk_io_pct] -clock clk0 [all_outputs]
==> Changelog: implementation <==
### Changed

* Number of cells produced by synthesis at 522
* Overall via count from detail_route at 3586
* Flip-flops with a built-in enable at 16
* Endpoint required time on the critical path at 3.82 ns
* Number of global-route vias before repair at 3205
* OpenROAD warning count at 32
* Top-level I/O count at 27
* Max Clk Rate at 0.313 GHz
* Count of fill cells added during filler insertion at 1031
* Count of distinct cell types in the synthesized netlist at 68
* Syn_area_per_cell at 8.57 um2
* Flip-flop and latch count after synthesis at 64
* Final-layout setup total negative slack at 0 ns
* Slowest stage delay, CP at 0.45 ns
* TritonCTS clock tree: done
* Normalized max-slew margin at 0.484
* Antenna diodes at 0
* Clock latency on the worst-skew pair at 0.30 ns
* Overflow after GRT at 0
* Yosys chip area at about 0.0045 mm2
* Clock Root Buffer: sky130_fd_sc_hd__clkbuf_8
* Gpl congestion at 0.906
* Buffers on Ports at 24
* Die boundary width at between 100 and 150 um
* Transition time of the tightest slew-check pin at 0.774 ns
* Routed via count divided by cell count at 5.27
* Synthesis-to-layout area growth at 9.70%
* Count of nets left with antenna violations after detail routing at 0
* Fraction of layout instances using a drive strength above 1 at 0.0500
* Critical path capture point type: flip-flop
* Number of buffers on the longest clock path at 2
* Master of the slowest instance on the critical path: sky130_fd_sc_hd__dfxtp_1
* Min-Delay Path Class: flip-flop to flip-flop
* Type of the worst setup path: flip-flop to flip-flop
* Number of max-cap violations at 0
* Drt initial violations at 141
* Result of the run: completed
* Wire length reported by the detailed router at 8810 um
* Post-synthesis cell count from yosys at roughly 520
* Count of endpoints without a timing constraint at 27
* Number of buffers created by CTS at 5
* Critical path data arrival time at 3.42 ns
* Core area at roughly 0.011 mm2
* DRC viols at 0
* Final Cell Area at 0.00491 mm2
* Final Hold Fails at 0
* Initial DRT Pass Iterations at 4
* Sequence of cells on the critical path: inv_1, ha_1, inv_1, ha_1, nor2b_1, o21a_1, o21a_1, o21a_1, o21a_1, o21ai_0, a221oi_1, buf_4, a21oi_1, a21oi_1, a211oi_1
* Antenna violations before repair at 0
* Std cell rows at 38
* Dominant logic cell types in the final layout: 55 x sky130_fd_sc_hd__nor2_1, 48 x sky130_fd_sc_hd__dfxtp_1, 41 x sky130_fd_sc_hd__a21oi_1
* Hold buffer count at cts at 0
* Final core area utilization at 0.451
* Worst Clk Skew at 0.00847 ns
* Floorplan-stage core utilization at 0.411
* Total standard cell area after synthesis at 0.00448 mm2
* Predominant post-synthesis flop cell: sky130_fd_sc_hd__dfxtp_1
* Wire length of the first global-routing pass at 15200 um
* All-Layer GR Usage at 0.166
* Register area share after synthesis at 0.322
* Height of the die at 108 um
* Register pins left without a clock at 11
* Setup repair after global routing missed its margin: false
* Total number of yosys warnings at 29
* Number of failing setup endpoints in the final timing report at 0
* Cycle use final at 0.889
* Pin count of the biggest net entering global routing at 23
* Instance area at placement at about 0.0048 mm2
* Leak Pwr at 1.98 nW
* Worst voltage drop across the vdd grid at 253 uV
* Post_cts resized at 0
* Post-DP HPWL at 6630 um
* Highest-count logic cell in the final layout: sky130_fd_sc_hd__nor2_1
* Critical path launch point type: flip-flop
* Setup repair bufs after CTS at 0
* Register clock-pin slew on the reported worst setup and hold paths at 0.10 ns
* Total die area at 0.0116 mm2
* Async set or reset register ratio after synthesis at 0
* Final routed wire length divided by cell count at 13.0 um
* Number of H-tree levels at 2
* Final critical-path required period at 3.20 ns
* Cell occurring most often along the worst timing path: sky130_fd_sc_hd__o21a_1
* Largest fanout of any net on the critical path at 9
* Final max-slew violation count at 0
* P per Cell Area at between 400 and 500 mW/mm2
[cell families (layout without fill, tap and decap cells)]
group	Yosys count	after routing	share of synthesized area
muxes	3	3	0.00699
AOI/OAI and AO/OA	136	136	0.202
other	1	3	0.000838
DFF	64	64	0.322
xor gates and xnor gates	41	41	0.0802
buffers and inverters	51	67	0.0509
adders and majority gates	44	44	0.125
and+or+nand+nor	182	182	0.212
[stage by stage]
stage	power (mW)	setup WS [ns]	std cells	hold WS [ns]
finish	2.11	0.400	680	0.355
global route	2.32	0.0869	680	0.352
CTS	2.14	0.431	680	0.356
detailed placement	1.78	0.457	672	0.332
global placement	1.78	0.532	672	0.328
floorplan	1.57	0.433	524	0.323
[report_power, final]
| group | internal [mW] | total, mW | switching, mW |
|---|---|---|---|
| Clock | 0.137 | 0.336 | 0.198 |
| Combinational | 0.433 | 0.885 | 0.452 |
| Sequential | 0.734 | 0.892 | 0.158 |
| Total | 1.30 | 2.11 | 0.808 |
[worst paths after layout]
kind / from / to / slack, ns / cells after the start
max: inst_freqdiv.DividerMaxValue[1] / inst_freqdiv.DividerCounter[6] / 0.40 / 15
max reg2reg: inst_freqdiv.DividerMaxValue[1] / inst_freqdiv.DividerCounter[6] / 0.40 / 15
min reg2reg: inst_ph_cmp.OutputSignalEdgeDet[0] / inst_ph_cmp.OutputSignalEdgeDet[1] / 0.35 / 0
min: inst_ph_cmp.OutputSignalEdgeDet[0] / inst_ph_cmp.OutputSignalEdgeDet[1] / 0.35 / 0
[cell type report]
type                    count  area (um2)  share of cell area
multi-input cells         409        2810               0.573
flip-flops and latches     64        1440               0.294
repair buffers             29         278              0.0566
well taps                 140         175              0.0357
inverters                  30         113              0.0229
clock buffers               5        68.8              0.0140
clock inverters             3        20.0             0.00408
[Yosys cell counts (9+ instances only)]
| master | count | area share |
|---|---|---|
| sky130_fd_sc_hd__nand3_1 | 22 | 0.025 |
| sky130_fd_sc_hd__a21o_1 | 13 | 0.022 |
| sky130_fd_sc_hd__o21ai_0 | 20 | 0.022 |
| sky130_fd_sc_hd__xnor2_1 | 34 | 0.067 |
| sky130_fd_sc_hd__nor2b_1 | 14 | 0.020 |
| sky130_fd_sc_hd__edfxtp_1 | 16 | 0.11 |
| sky130_fd_sc_hd__nor2_1 | 55 | 0.046 |
| sky130_fd_sc_hd__nand2_1 | 29 | 0.024 |
| sky130_fd_sc_hd__dfxtp_1 | 48 | 0.21 |
| sky130_fd_sc_hd__nand2b_1 | 12 | 0.017 |
| sky130_fd_sc_hd__clkbuf_1 | 11 | 0.0092 |
| sky130_fd_sc_hd__inv_1 | 30 | 0.025 |
| sky130_fd_sc_hd__o21a_1 | 9 | 0.015 |
| sky130_fd_sc_hd__a21oi_1 | 41 | 0.046 |
| sky130_fd_sc_hd__ha_1 | 40 | 0.11 |
[per-layer routing]
metal	part of all wire	track usage	vias to the layer above
met1	0.54	0.280	1629
met2	0.43	0.249	63
li1	-	-	1888
met3	0.030	0.0136	6
met5	0	0	-
met4	0.0053	0.0137	0
[flip-flops by register name (all words and copies together), names as in the netlist]
name	flops
inst_ph_cmp.cnt	8
inst_ph_cmp.flag	1
inst_freqdiv.DividerCounter	7
inst_ph_cmp.PeriodCount	8
inst_ph_cmp.InputSignalEdgeDet	2
inst_freqdiv.DividerMaxValue	6
inst_zrwf.Negative	1
inst_ph_cmp.Lead	1
inst_freqdiv.FrequencyOut	1
inst_zrwf.inst_M_F.Negative	1
inst_zrwf.Positive	1
inst_ph_cmp.Lock	1
inst_ph_cmp.Lag	1
inst_freqdiv.overflow	1
inst_zrwf.inst_M_F.FilterCounter	8
inst_zrwf.inst_M_F.Positive	1
inst_zrwf.ResetterCounter	4
inst_zrwf.N_FilterCounter	8
inst_ph_cmp.SynchronousSignal	1
inst_ph_cmp.OutputSignalEdgeDet	2
[worst max-delay path, delay by kind of cell (launching register included)]
family | cells | cell delay (ns)
adder cells (fa/ha/maj) | 2 | 0.58
flip-flops | 1 | 0.45
AND-OR/OR-AND | 9 | 1.60
AND/OR/NAND/NOR | 1 | 0.13
buffers and inverters | 3 | 0.37
Power is estimated from default activity; no workload was simulated.
